[./config.mk]
export PLATFORM = sky130hd
export DESIGN_NAME = writeback
export DESIGN_NICKNAME = writeback
export VERILOG_FILES = /design/flow/design.v
export SDC_FILE = /design/flow/constraint.sdc
export NUM_CORES = 4
export LEC_CHECK = 1
export CORE_AREA = 10 10 70 70
export DIE_AREA = 0 0 80 80
[./constraint.sdc]
current_design writeback

set clk_period 1.0
set clk_io_pct 0.2

create_clock -name clk0 -period $clk_period

set non_clock_inputs [all_inputs -no_clocks]
set_input_delay [expr $clk_period * $clk_io_pct] -clock clk0 $non_clock_inputs
set_output_delay [expr $clk_period * $clk_io_pct] -clock clk0 [all_outputs]
[./design.v]
module writeback (
    input [15:0] mem_out,
    input [15:0] alu_out,
    input MemToReg,
    output [15:0] writedata
);
    assign writedata = (MemToReg) ? mem_out : alu_out;
endmodule
[./run.sh]
#!/bin/bash
# OpenROAD 26Q1-2900-gdf79404cd8, Yosys 0.63+post, stock flow scripts
make -C /OpenROAD-flow-scripts/flow DESIGN_CONFIG=/design/flow/config.mk WORK_HOME=/design/flow/orfs finish
==> results.toml <==
# physical design summary
[run_status]
status = "finished with violations"
violations = "negative setup slack"

[worst_hold_path]
min_path_type = "in -> out"

[placement]
placed_cells = 112
place_congestion = 0.8074
post-dp-hpwl_um = 1237
portBuffers = 49

[timing]
slew_violations = 0
worstMarginPinSlew_ns = 0.07470
fmax_mhz = 946.7
layout_setup_ws_ns = -0.05632
fin_crit_ns = 1.056
fin_crit_sh = 1.056
setup_viol = 16
hold_viol = 0
rsz0062_at_grt = "yes"
finalSetupTns_ns = -0.8299
max_slew_margin = 0.9502

[finish]
seqCellArea_um2 = 0
fin_util = 0.2326
fill_cells = 390
flop-count = 0
drive_above_1_share = 0.5224
area_growth_pct = 219.1
clkbuf_count = 0
stdcell_count = 113

[logic_synthesis]
avgSynthCellArea_um2 = 13.83
yosys.area.top_type = "mux2_4"
yosys_area_um2 = 249.0
top_cell_area_share = 0.6030
yosys_warnings = 0
synth_cells = 18
synthTopCellsByArea = "mux2_4 (60%), mux2_2 (27%), buf_12 (8.0%)"
synth_seq_share = 0
synth_cell_types = 4
yosysCellCount = 18
syn_area_um2 = 249.0

[die]
core_um2 = 3416
die_h_um = 80
die_area_um2 = 6400
design.portCount = 49
rows = 21
floorplanUtilization = 0.07289
die_x_um = 80

[grt]
grt_pass1_wl_um = 2118
grt_pass1_vias = 421
track_usage = 0.04110
grt_overflow_total = 0
grt_max_degree = 9
antenna_found_initial = 0

[clock_network]
hold_buffers = 0
cts_setup_buffers = 0

[drt]
routed_via_density = 3.195
first_pass_iters = 1
drc = 0
num_antenna_cells = 0
drt-total-wl_um = 1435
vias = 361
drtIter0Drc = 0
wl_per_cell_um = 12.70
ant_nets = 0

[job]
cap_violations = 0
warning_count = 34

[critical_path]
required_ns = 0.80
worstSetupStartpointType = "primary input"
worstPathMaxFanout = 8
critPathKind = "in -> out"
cp-end-kind = "primary output"
arrival_ns = 0.86

[pwr]
ir_drop_mv = 0.1307
power.density_nw_per_um2 = 377.1
p_leak_nw = 0.4174
[placed cells by master (no fill, tap or decap)]
cell type / n
buf_12: 2
buf_16: 1
dlygate4sd2_1: 32
buf_6: 11
mux2_4: 16
buf_2: 5
[final cells by class]
type,instances,area (um2),share of cell area
well taps,46,57.56,0.07244
multi-input cells,16,240.2,0.3024
repair buffers,51,496.7,0.6252
[final timing paths]
kind / startpoint / endpoint / slack [ns] / cells past startpoint
worst max-delay path: MemToReg / writedata[14] / -0.06 / 4
worst min-delay path: alu_out[9] / writedata[9] / 0.80 / 3
[cell families (layout without fill, tap and decap cells)]
family | count (synthesis) | count (layout) | share of synthesized area
buffers and inverters | 2 | 51 | 0.1256
muxes | 16 | 16 | 0.8743
[through the flow]
step	instance area, um2	power [mW]	hold slack (ns)	setup slack [ns]
floorplan	249.0	0.08933	0.4977	0.07249
global placement	785.8	0.3182	1.438	-0.8498
detailed placement	785.8	0.3181	1.436	-0.8523
CTS	750.7	0.2763	0.7998	-0.06443
global route	794.5	0.3241	0.8090	-0.07556
finish	794.5	0.2996	0.7964	-0.05632
[synthesized netlist by cell type]
cell	number
buf_6	1
mux2_4	10
mux2_2	6
buf_12	1
[worst max-delay path, stage by stage]
cell	delay (ns)
buf_12	0.11
buf_12	0.14
mux2_4	0.30
buf_6	0.11
[layer usage]
metal / track usage / share of wire / wire [um]
met2: 0.04815 / 0.25 / 362
met4: 0 / 0 / 0
met5: 0 / 0 / 0
met3: 0.04545 / 0.29 / 411
met1: 0.05142 / 0.46 / 662
[power by group]
group          total (mW)  switching, mW  internal [mW]  leakage (nW)
clock                   0              0              0             0
sequential              0              0              0             0
combinational       0.300         0.0662          0.233         0.417
total               0.300         0.0662          0.233         0.417
[what timing repair did]
action | in CTS | in global routing
gates resized | 99 | 7
cloned | 1 | 0
setup endpoints to repair | 16 | 16
Power figures rest on the tool's default switching activity, not on a simulated workload.
