===== /design/flow/config.mk =====
export PLATFORM = sky130hd
export DESIGN_NAME = control
export DESIGN_NICKNAME = control
export VERILOG_FILES = /design/flow/design.v
export SDC_FILE = /design/flow/constraint.sdc
export NUM_CORES = 4
export LEC_CHECK = 1
export CORE_AREA = 10 10 70 70
export DIE_AREA = 0 0 80 80

===== /design/flow/constraint.sdc =====
current_design control

set clk_period 1.0
set clk_io_pct 0.2

create_clock -name clk0 -period $clk_period

set non_clock_inputs [all_inputs -no_clocks]
set_input_delay [expr $clk_period * $clk_io_pct] -clock clk0 $non_clock_inputs
set_output_delay [expr $clk_period * $clk_io_pct] -clock clk0 [all_outputs]

===== /design/flow/design.v =====
module control(
    input [15:0] instr,
    input [4:0] opcode,
    output [1:0] RegDest,
    output [3:0] alu_op,
    output MemToReg,
    output MemRead,
    output MemWrite
);
    wire [1:0] funct;
    reg [3:0] alu_op_reg;
    assign funct = (opcode == 5'b11001) ? instr[1:0] : opcode[1:0];    
    assign MemToReg = 1'b0;
    assign MemRead = 1'b0;
    assign MemWrite = 1'b0;
    assign RegDest = (opcode[4:3] == 2'b01 || opcode[4:3] == 2'b10) ? 0 :    
                    (opcode[4:3] == 2'b11) ? 2 : 3;                          
    assign alu_op = alu_op_reg;
    always @(*) begin
        if (opcode == 5'b11001 || opcode[4:3] == 2'b01) begin        
            case (funct)                
                2'b00: 
                    alu_op_reg = 4'd0;      
                2'b01:
                    alu_op_reg = 4'd1;      
                2'b10:
                    alu_op_reg = 4'd2;      
                2'b11:
                    alu_op_reg = 4'd12;      
            endcase
        end
    end
endmodule  

===== /design/flow/run.sh =====
#!/bin/bash
# OpenROAD 26Q1-2900-gdf79404cd8, Yosys 0.63+post, stock flow scripts
make -C /OpenROAD-flow-scripts/flow DESIGN_CONFIG=/design/flow/config.mk WORK_HOME=/design/flow/orfs finish

==> flow_metrics.tcl <==
# metrics dict for downstream scripts
set metrics [dict create \
    dr.pass1.iters 4 \
    fin_crit_sh_pct 94.43 \
    hp-start "opcode[3]" \
    area_leaders "dlxtp_1 (26%), buf_4 (17%), nand2b_1 (11%)" \
    drv_cap 0 \
    grt_pass1_wl_um 876 \
    setup_viol 0 \
    required_ps 800 \
    drcViolationCount 0 \
    min_path_cells 5 \
    register_area_um2 45.04 \
    ys_types 13 \
    fillCellCount 396 \
    max_freq_ghz 1.059 \
    yosys_warnings 1 \
    synthCells 24 \
    path_cells "buf_6 > inv_2 > ha_4 > inv_1 > clkdlybuf4s15_1" \
    rows 21 \
    holdWs_ps 844.1 \
    synth_area_per_cell_um2 7.351 \
    grt_overflow 0 \
    finalWirelength_um 569 \
    worst_setup_path_end_kind "output port" \
    unclocked_pins 3 \
    leakagePower_uw 0.0001590 \
    hold_path_end "RegDest[1]" \
    synth_top_cell_by_area "dlxtp_1" \
    io_pins 30 \
    finalHoldViolations 0 \
    ir_drop_mv 0.02039 \
    rsz0062_at_grt "false" \
    hp-class "in2out" \
    slew_viol_final 0 \
    gp_congestion 0.7026 \
    via_per_inst 2.341 \
    grt_use_total_pct 1.595 \
    max_stage_delay_ps 190 \
    cts-hold-fix-buffers 0 \
    die_h_um 80 \
    period_needed_ps 944.3 \
    yosysTopAreaCellShare_pct 25.53 \
    area_growth_pct 122.0 \
    startpoint_type "input port" \
    synth_flops 3 \
    log.warning_count 46 \
    worst-path-max-fanout 2 \
    yosys_cells 24 \
    slowest_stage "ha_4" \
    n_antenna_cell 0 \
    die_width_um 80 \
    total_power_uw 99.68 \
    core-area_mm2 0.003416 \
    antenna_found_initial 0 \
    largest_reg_flops 3 \
    core_util_floorplan_pct 5.165 \
    power_density_mw_per_mm2 254.5 \
    critPathKind "in2out" \
    route.antenna.remaining_nets 0 \
    logic_area_um2 106.4 \
    synth_area_um2 176.4 \
    drive_gt1_share_pct 23.08 \
    port_buffers 13 \
    grt_max_degree 6 \
    route.vias.total 199 \
    drtIter0Drc 4 \
    arrival_ps 740 \
    synth-area-yosys_um2 176.4 \
    post_drt_wl_per_cell_um 6.694 \
    untimed_endpoints 7 \
    grt_pass1_vias 195 \
    status "finished, final reports clean" \
    dieArea_mm2 0.006400 \
]
==> layout make-up <==
cell class	count	share of cell area, %
Timing Repair Buffer	17	42.17
Multi-Input combinational cell	15	27.16
Tap cell	46	14.70
Sequential cell	3	11.50
Inverter	4	4.473
==> cell usage in the layout, fill, tap and decap left out, types with 2 or more instances in the layout <==
cell	netlist	final
clkdlybuf4s50_1	0	9
buf_4	4	4
nand2b_1	3	3
conb_1	1	3
dlxtp_1	3	3
nand2_1	2	2
inv_1	4	2
==> what timing repair did <==
item	4_1_cts	5_1_grt
setup endpoints to repair	2	0
endpoints found under the hold margin	0	0
setup buffers	1	0
gates resized	19	0
==> metrics by stage <==
step                      area (µm²)  util [%]  setup slack (ps)  setup TNS [ps]  cells
after global placement         364.1     10.66            -720.4           -1248     84
final                          391.6     11.47             55.68               0     85
after CTS                      391.6     11.47             47.11               0     85
after detailed placement       364.1     10.66            -741.0           -1284     84
after floorplan                183.9         -             269.5               0     26
after global routing           391.6     11.47             28.08               0     85
==> worst max-delay path by stage <==
stage                     start         end  slack [ps]
after CTS             opcode[4]  RegDest[1]          50
after global routing  opcode[4]  RegDest[1]          30
final                 opcode[4]  RegDest[1]          60
==> cell usage after synthesis <==
cell type / number
dlxtp_1: 3
inv_1: 4
nand2_1: 2
o31ai_1: 1
nand2b_1: 3
ha_1: 1
nand4b_1: 1
buf_4: 4
o21ai_0: 1
a21oi_1: 1
conb_1: 1
a41oi_1: 1
or3b_1: 1
==> per-layer routing <==
layer / wire, µm / global-route usage [%] / vias to the layer above
met1: 200 / 1.720 / 89
met5: 0 / 0 / -
met4: 0 / 0 / 0
met2: 304 / 3.130 / 8
met3: 63 / 0.4545 / 0
li1: - / - / 102
==> kinds of logic (layout without fill, tap and decap cells) <==
kind of cell | count (synthesis) | in the layout | synth area share [%]
AOI/OAI and AO/OA | 4 | 4 | 14.89
adders and majority gates | 1 | 1 | 7.091
buffers and inverters | 8 | 21 | 25.53
latches | 3 | 3 | 25.53
other | 1 | 3 | 2.126
and+or+nand+nor | 7 | 7 | 24.83
==> worst max-delay path: cells and delay by family <==
family	cells	cell delay (ps)
buf+inv	4	350
fa+ha+maj	1	190
==> report_power, final <==
group          switching, µW  total, µW  internal, µW  leakage (µW)
registers              0.542       8.71          8.16     0.0000228
clock network              0          0             0             0
logic                   30.2       91.0          60.8      0.000136
total                   30.7       99.7          69.0      0.000159
No activity file was given, so power comes from the tool's default toggle rates.
