**flow/run.sh**
```bash
#!/bin/bash
# OpenROAD 26Q1-2900-gdf79404cd8, Yosys 0.63+post, stock flow scripts
make -C /OpenROAD-flow-scripts/flow DESIGN_CONFIG=/design/flow/config.mk WORK_HOME=/design/flow/orfs finish
```
**flow/config.mk**
```make
export PLATFORM = sky130hd
export DESIGN_NAME = execute
export DESIGN_NICKNAME = execute
export VERILOG_FILES = /design/flow/design.v
export SDC_FILE = /design/flow/constraint.sdc
export NUM_CORES = 4
export LEC_CHECK = 1
export CORE_AREA = 10 10 93 93
export DIE_AREA = 0 0 103 103
```
**flow/constraint.sdc**
```tcl
current_design execute

set clk_period 10.0
set clk_io_pct 0.2

create_clock -name clk0 -period $clk_period

set non_clock_inputs [all_inputs -no_clocks]
set_input_delay [expr $clk_period * $clk_io_pct] -clock clk0 $non_clock_inputs
set_output_delay [expr $clk_period * $clk_io_pct] -clock clk0 [all_outputs]
```
**flow/design.v**
```verilog
module execute(
    input [15:0] data1,
    input [15:0] data2,
    output [15:0] alu_result,
    output zero,
    input [3:0] op
);
    wire [15:0] set_out, shifter_out, andn_out, slb_out, btr_out;
    assign alu_result = (op == 4'd0) ? data1 + data2 :     
                        (op == 4'd1) ? data2 - data1 :     
                        (op == 4'd2) ? data1 ^ data2 :     
                        (op == 4'd3) ? data1 & data2 :     
                        (op[3:2] == 2'b01) ? set_out :     
                        (op[3:2] == 2'b10) ? shifter_out:  
                        (op == 4'd12) ? andn_out :         
                        (op == 4'd13) ? slb_out :          
                        (op == 4'd14) ? btr_out :          
                        0;          
endmodule
```
==> run_results.csv <==
group,metric,value,unit
status,outcome,"completed",
global_route,grt_overflow,0,
min_path,min_from,"op[3]",
sta,clock.fmax,143,MHz
synthesis,yosysCellCount,318,
sta,slew_headroom,62.8,%
final_layout,flop_area,0,um^2
final_layout,drive_above_1_share,4.00,%
min_path,holdCritPathClass,"input port to output port",
setup_path,path_class,"input port to output port",
detailed_routing,vias,2335,
synthesis,synth_area,2040,um^2
sta,rsz0062_at_grt,"no",
synthesis,largest_area_cell,"ha_1",
global_route,antenna_found_initial,0,
synthesis,synthCells,318,
setup_path,cp.required,8000,ps
sta,finalSetupTns,0,ps
sta,finalCritPeriodShare,70.1,%
global_route,grt_pass1_wl,10600,um
pwr,cellLeakagePower,0.00108,uW
global_route,grt_use_total,12.0,%
synthesis,ys_top_cells_by_count,"ha_1, inv_1, nor2_1, a21oi_1, nand2_1",
detailed_routing,vias_per_cell,5.43,
detailed_routing,drc,0,
flow_run,warning_count,47,
placed_design,hpwl,5160,um
die,fp-row-count,30,
sta,tightest_slew,556,ps
detailed_routing,drt_iter0_markers,181,
detailed_routing,wl_per_cell,14.9,um
global_route,grt_max_degree,40,
synthesis,syn_avg_cell_area,6.40,um^2
min_path,min_to,"alu_result[1]",
die,num_io_pins,53,
pwr,worst_ir_drop_vdd,0.0198,mV
detailed_routing,dr.pass1.iters,5,
die,initCoreUtil,30.1,%
die,die-area,10600,um^2
sta,setup_viol,0,
setup_path,worstPathMaxFanout,14,
setup_path,arrival,5010,ps
placed_design,place_congestion,0.926,
final_layout,ff_count,0,
flow_run,cap_violations,0,
synthesis,yosys.stat.seqShare,0,%
placed_design,numPortBuffers,52,
global_route,grt_pass1_vias,2139,
detailed_routing,antenna-diode-count,0,
sta,setup_ws,2990,ps
die,core_area,6760,um^2
detailed_routing,finalWirelength,6420,um
detailed_routing,ant_nets,0,
synthesis,yosys_area,2040,um^2
die,dieHeight,103,um
min_path,hold_depth,4,
sta,worst_hold_slack,5180,ps
final_layout,area_delta_synth_final,26.6,%
synthesis,yosysTopAreaCellShare,19.1,%
synthesis,yosys_warnings,81,
placed_design,post-place-ws,3030,ps
synthesis,yosys.cell_types.count,57,
final_layout,fill_cells,736,
sta,drv_slew,0,
sta,hold_viol_final,0,
sta,min_period,7010,ps
setup_path,cp-start-kind,"input port",
clock_tree,cts-resized-gates,0,
setup_path,crit_path_end_kind,"output port",
final_layout,clkbuf_count,0,
pwr,p_per_area,52.2,nW/um^2
synthesis,topCellsByArea,"ha_1, a21oi_1, inv_1",
die,die_w,103,um
clock_tree,cts_setup_buffers,0,
clock_tree,cts_hold_buf,0,
power by group:
| group | internal, uW | switching (uW) | total, uW | leakage [uW] |
|---|---|---|---|---|
| clock | 0 | 0 | 0 | 0 |
| combinational | 64.0 | 70.5 | 134 | 0.00108 |
| sequential | 0 | 0 | 0 | 0 |
final cells by class:
cell class	count	area [um^2]	area share (%)
well taps	80	100	3.89
repair buffers	56	551	21.4
multi-input cells	263	1810	70.2
inverters	31	116	4.52
worst max-delay path by stage:
stage             from              to  slack [ps]  cells past startpoint
CTS           data1[5]  alu_result[14]        3010                     10
finish        data1[5]  alu_result[14]        2990                     10
global route  data1[4]  alu_result[15]        2750                     11
layer usage:
metal / wire [um] / track usage (%) / vias up
li1: - / - / 1200
met1: 3160 / 18.1 / 1061
met2: 2860 / 18.5 / 74
met3: 403 / 1.42 / 0
met4: 0 / 0.749 / 0
met5: 0 / 0 / -
cells in the final DEF, fill, tap and decap left out, types with 3 or more instances in the layout:
cell type / Yosys / routed
nand2b_1: 10 / 10
nand2_1: 26 / 26
xnor2_1: 8 / 8
a31oi_1: 8 / 8
a221o_1: 3 / 3
a21oi_1: 29 / 29
o22ai_1: 3 / 3
nand3_1: 9 / 9
a21o_1: 5 / 5
buf_4: 1 / 4
inv_1: 31 / 31
nor2b_1: 5 / 5
nand4_1: 4 / 4
clkdlybuf4s50_1: 0 / 52
o21ai_0: 21 / 21
nor2_1: 31 / 31
nor3_1: 9 / 9
o211ai_1: 9 / 9
o31ai_1: 3 / 3
ha_1: 31 / 31
mux2i_1: 5 / 5
per-stage QoR:
step | total power (uW) | cell area, um^2 | util [%] | cells
global route | 150 | 2580 | 38.1 | 430
finish | 134 | 2580 | 38.1 | 430
CTS | 134 | 2580 | 38.1 | 430
floorplan | 87.4 | 2040 | - | 318
detailed placement | 134 | 2580 | 38.1 | 430
global placement | 133 | 2580 | 38.1 | 430
worst max-delay path: stages:
cell,delay [ps]
clkdlybuf4s50_1,470
inv_1,40
ha_1,470
and3_4,270
a221o_1,370
a221o_2,400
a41oi_2,230
mux2i_1,110
nor3_2,150
clkdlybuf4s50_1,490
logic make-up (layout without fill, tap and decap cells):
logic type	count (synthesis)	after routing	share of synthesized area (%)
and+or+nand+nor	107	107	25.4
AOI/OAI and AO/OA	105	105	33.7
buffers and inverters	55	87	11.1
adders and majority gates	33	33	21.0
xor gates and xnor gates	9	9	3.87
muxes	8	8	4.67
other	1	1	0.184
No activity file was given, so power comes from the tool's default toggle rates.
